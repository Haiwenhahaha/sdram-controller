## design/flow/config.mk

```make
export PLATFORM = sky130hd
export DESIGN_NAME = dnano_interface
export DESIGN_NICKNAME = dnano_interface
export VERILOG_FILES = /design/flow/design.v
export SDC_FILE = /design/flow/constraint.sdc
export NUM_CORES = 4
export LEC_CHECK = 1
export CORE_UTILIZATION = 30
```

## design/flow/constraint.sdc

```tcl
current_design dnano_interface

set clk_period 3.1
set clk_io_pct 0.2

create_clock -name clk0 -period $clk_period [get_ports {clk}]

set non_clock_inputs [all_inputs -no_clocks]
set_input_delay [expr $clk_period * $clk_io_pct] -clock clk0 $non_clock_inputs
set_output_delay [expr $clk_period * $clk_io_pct] -clock clk0 [all_outputs]
```

## design/flow/design.v

```verilog
module dnano_interface (
  button_n,   
  dip,        
  leds,       
  haddr,      
  busy,       
  wr_enable,  
  wr_data,    
  rd_enable,  
  rd_data,    
  rd_rdy,     
  rd_ack,     
  rst_n,      
  clk         
);
parameter HADDR_WIDTH = 24;   
localparam DOUBlE_CLICK_WAIT = 19;   
localparam LED_BLINK = 20;           
input        button_n;     
input  [3:0] dip;          
output [7:0] leds;         
output [HADDR_WIDTH-1:0]   haddr;       
output [15:0]              wr_data;     
input  [15:0]              rd_data;     
input                      busy;        
output                     rd_enable;   
input                      rd_rdy;      
output                     rd_ack;      
output                     wr_enable;   
input                      rst_n;       
input                      clk;         
wire  [15:0]              wr_data;     
reg   [15:0]              rd_data_r;   
reg   [LED_BLINK-1:0]     led_cnt;     
wire  [7:0]               leds;        
wire                      wr_enable;   
reg                       rd_ack_r;    
wire  dbl_clck_rst_n;      
assign dbl_clck_rst_n = rst_n & ~busy;
assign wr_data = {dip, dip, ~dip, ~dip};
assign leds = led_cnt[LED_BLINK-1] ? rd_data_r[15:8] : rd_data_r[7:0]; 
assign haddr  = {(HADDR_WIDTH/4){dip}};
assign rd_ack = rd_ack_r;
always @ (posedge clk) 
 if (~rst_n) 
  led_cnt <= {LED_BLINK{1'b0}};   
 else
  led_cnt <= led_cnt + 1'b1;      
always @ (posedge clk)
 if (~rst_n)
   begin
   rd_data_r <= 16'b0;   
   rd_ack_r <= 1'b0;     
   end
 else
   begin   
   rd_ack_r <= rd_rdy;   
   if (rd_rdy)
     rd_data_r <= rd_data;      
   else 
     rd_data_r <= rd_data_r;    
   end
double_click #(.WAIT_WIDTH(DOUBlE_CLICK_WAIT)) double_clicki (
  .button  (~button_n),         
  .single  (wr_enable),         
  .double  (rd_enable),         
  .clk     (clk),              
  .rst_n   (dbl_clck_rst_n)    
);
endmodule
module double_click (
  button,    
  single,    
  double,    
  clk,       
  rst_n      
);
parameter WAIT_WIDTH = 19;   
input  button;      
output single,      
       double;      
input clk,          
      rst_n;        
reg btn_now,        
    btn_last,       
    collect;        
reg [2:0] click_cnt;                     
reg [WAIT_WIDTH-1:0] dbl_click_cnt;      
assign single = (!dbl_click_cnt & (click_cnt == 3'b001)) ? 1'b1 : 1'b0;
assign double = (!dbl_click_cnt & (click_cnt != 3'b001)) ? 1'b1 : 1'b0;
wire btn_down = btn_now & ~btn_last;
always @ (negedge clk)
 if (~rst_n) 
  { btn_last, btn_now } <= 2'b00;   
 else
  { btn_last, btn_now } <= { btn_now, button };   
always @ (posedge clk) 
 if (~rst_n)
  begin
  click_cnt <= 3'd0;                       
  dbl_click_cnt <= {WAIT_WIDTH{1'b1}};     
  collect <= 1'b0;                         
  end
 else
  begin
  if (collect & (dbl_click_cnt != {WAIT_WIDTH{1'b0}})) 
    dbl_click_cnt <= dbl_click_cnt - 1'b1;   
  else
    dbl_click_cnt <= dbl_click_cnt;          
  if (btn_down)
    begin
    collect <= 1'b1;                         
    click_cnt <= click_cnt + 1'b1;           
    end
  else
    begin
    collect <= collect;                      
    click_cnt <= click_cnt;                  
    end  
  end
endmodule
```

## design/flow/run.sh

```bash
#!/bin/bash
# OpenROAD 26Q1-2900-gdf79404cd8, Yosys 0.63+post, stock flow scripts
make -C /OpenROAD-flow-scripts/flow DESIGN_CONFIG=/design/flow/config.mk WORK_HOME=/design/flow/orfs finish
```

==> results.txt <==
Notes from the flow run.

Yosys:
- The synthesized design spends more area on one cell type than any other, namely dfxtp_1.
- The run puts the total of flip-flops plus latches after synthesis at 62.
- In the synthesized netlist the dominant register cell turns out to be dfxtp_1.
- The run gives the mean post-synth cell area as 8.936 µm².
- By area the synthesized netlist is led by dfxtp_1 (40%), buf_4 (9.0%), mux2i_1 (8.1%), nor2_1 (6.0%), mux2_2 (3.3%).
- Yosys instantiated no cell more often than dfxtp_1.
- The run puts the chip area estimate from yosys synthesis at 3083 µm².
- The run gives the number of distinct library cells after synthesis as 39.
- The run gives the post-synthesis instance total as 345.
- The run puts the number of synthesized flops with an enable pin at 0.
- The run puts the share of synthesized area occupied by flip-flops and latches at 40.26%.
- The run gives the synthesis warning total as 2.
- Per the Yosys statistics, synthesis produced 345 cells.
- For reference, the top cells by count after synthesis are dfxtp_1 (62), nor2_1 (49), buf_4 (37), mux2i_1 (25), nand2_1 (13).
- The synthesis report gives the async set-or-reset register share as 0%.
- The run gives the portion of synthesized cell area occupied by the leading cell type as 40.26%.
- The run gives the combined area of all synthesized cells as 3083 µm².

Hold path:
- The run puts the cell count of the worst hold path at 1.
- The run gives the hold path endpoint as double_clicki.btn_last.
- Note that the worst hold path type here is reg -> reg.
- Per the hold report, the tightest min-delay path originates at double_clicki.btn_now.

Place:
- Counting tap cells, the placed design contains a total of 510 instances.
- The run puts the placed wire-length estimate at 4067 µm.
- In this run the cell area measured after placement is 3720 µm².
- RePlAce ended its routability-driven mode at a weighted congestion of 0.7647.
- The run puts the count of input and output buffers at 75.

CTS:
- The run gives the post-CTS resize count as 0.
- The run puts the buffer depth of the longest clock path at 2.
- The run gives the clock slew at the register clock pins of the worst setup and hold paths as 0.06 ns.
- The run gives the TritonCTS clock tree as built.
- The run gives the number of H-tree branching levels as 3.
- Looking at the clock tree report, the root buffer type is clkbuf_8.
- The run gives the clock sink count as 62.
- The skew report gives the latency at the later pin of the worst-skew pair as 0.37 ns.
- The run puts the hold-fix buffer count after cts at 0.
- The run puts the total clock buffers created by CTS at 9.
- The run puts the number of buffers inserted to repair setup after CTS at 0.

Critical path:
- The run puts the data arrival time of the worst path at 2.26 ns.
- The run gives the endpoint of the lowest-slack register-to-register path as double_clicki.click_cnt[2].
- The run gives the category of the worst setup path launch point as a flip-flop.
- The worst register-to-register path depth is 4.
- By startpoint and endpoint, the worst setup path is classified as reg -> out.
- Data on the critical path is required at its endpoint by 2.48 ns.
- The launch point of the worst register-to-register path is recorded as double_clicki.btn_now.
- Setup slack on the worst reg-to-reg path comes out at 0.39 ns.
- The run gives the endpoint class of the critical path as an output port.
- The run gives the largest driver fanout on the critical path as 7.

Global route:
- In the global route stage, overall resource usage came out at 10.91%.
- The run gives the maximum number of pins on one net before global-route repair as 36.
- The first global-routing pass estimated 9080 µm of wire.
- The run gives the initial antenna violation count as 0.
- The run gives the number of global-route vias before repair as 2105.
- The run gives the global route total overflow as 0.

Floorplanning:
- The run gives the core region area as 9864 µm².
- The run puts the height of the chip at 103.4 µm.
- The run gives the number of placed I/O pins as 76.
- From left edge to right edge, the die measures 103.4 µm.
- The die covers 10690 µm².
- The run puts the starting density of the core at 31.25%.
- In this run the core area contains 36 standard-cell rows.

Cells and area:
- The run puts the final design instance area without fill at 3931 µm².
- The run gives the area growth from synthesis to layout as 27.52%.
- The run puts the final cell count without fillers at 527.
- In the final layout, the share of cells above drive strength 1 is 10.66%.

Detailed routing:
- Detailed routing inserted a total of 2394 vias.
- The run gives the antenna diode count as 0.
- The run puts the detailed-router iteration count before antenna repair at 5.
- The run gives the residual antenna-violating net count after detailed routing as 0.
- Per the log, the first TritonRoute iteration ended with a DRC count of 69.
- The script logs the ratio of routed vias to standard cells as 4.543.
- The run gives the DRC violations left as 0.
- The final layout contains routed wiring with a total length of 5840 µm.
- Dividing the detail-routed wire length by the instance count gives 11.08 µm.

Flow run:
- The run puts the total of max-cap violations at 0.
- The run puts the count of tool warnings at 28.

STA:
- Pins over their slew limit in the final report were tallied at 0.
- The run gives the maximum clock rate as 347.1 MHz.
- Across all checked pins, the minimum headroom to the slew limit is 59.88%.
- The run puts the post-route clock skew at 0.04021 ns.
- The run puts the actual transition at the worst max-transition pin at 0.5973 ns.
- Setup repair after global routing left no endpoint under its margin.
- Endpoints with negative setup slack in the final report add up to 0.
- The final timing report lists a hold violation count of 0.
- The run gives the period utilization as 92.92%.
- The run gives the final critical delay including setup and external delays as 2.881 ns.

Status:
- The flow ran to the end, and the final reports show no timing, DRC or antenna violations.

Power and ir drop:
- The run gives the peak ir drop on the vdd network as 296.0 µV.
- The run puts the areal power density over the cells at 415.4 nW/µm².
- The leakage power in the latest report is 1.424 nW.
[stage by stage]
stage | power [mW] | utilization [%] | hold WS (ns) | setup TNS, ns | setup WS [ns]
after CTS | 1.667 | 39.59 | 0.4495 | 0 | 0.006940
after global placement | 1.005 | 37.71 | 0.4376 | 0 | 0.005469
after detailed placement | 1.006 | 37.71 | 0.4321 | -0.004207 | -0.004207
final | 1.633 | 39.85 | 0.4433 | 0 | 0.2194
after floorplan | 0.9249 | - | 0.4214 | 0 | 0.1673
after global routing | 1.726 | 39.85 | 0.4550 | 0 | 0.06661
[power breakdown]
part | internal [mW] | switching [mW]
combinational | 0.107 | 0.0484
clock | 0.337 | 0.316
sequential | 0.815 | 0.00960
total | 1.26 | 0.374
[critical path, cell delays in order (launching register included)]
cell	delay (ns)
dfxtp_1	0.36
or4_1	0.63
nor2_1	0.15
nand3_2	0.11
nor3b_2	0.19
clkdlybuf4s50_1	0.49
[layer usage]
layer | GRT usage, % | part of all wire [%]
met5 | 0 | 0
met3 | 3.074 | 5.3
met2 | 17.58 | 44
met1 | 15.27 | 50
met4 | 1.192 | 1.0
[logic make-up after synthesis]
group	share of synthesized area, %
buf+inv	11.89
mux	11.40
flops	40.26
compound gates	6.250
fa+ha+maj	1.623
simple gates	24.59
xor+xnor	3.977
[final cells by class]
type | instances | area [µm²]
inverters | 10 | 37.54
repair buffers | 81 | 795.8
clock inverters | 8 | 40.04
multi-input cells | 223 | 1501
flip-flops and latches | 62 | 1241
clock buffers | 10 | 148.9
well taps | 133 | 166.4
fillers | 944 | 5933
[layout by cell type, fill, tap and decap left out, drive strengths merged, types with 9 or more instances in the layout]
| cell | n |
|---|---|
| or4 | 10 |
| a21oi | 11 |
| clkdlybuf4s50 | 75 |
| dfxtp | 62 |
| nand2 | 13 |
| mux2i | 25 |
| nand3 | 12 |
| and2 | 12 |
| nor2 | 49 |
| inv | 15 |
| xor2 | 11 |
| clkbuf | 10 |
| mux2 | 9 |
[sequential cells by signal, indices dropped and copies added (netlist names)]
name                         cells
rd_data_r                       16
rd_ack_r                         1
double_clicki.click_cnt          3
double_clicki.collect            1
led_cnt                         20
double_clicki.btn_last           1
double_clicki.btn_now            1
double_clicki.dbl_click_cnt     19
[how the worst max path moves through the flow]
stage / from / to / slack (ns) / cells after the start
global route: double_clicki.dbl_click_cnt[6] / wr_enable / 0.07 / 5
finish: double_clicki.dbl_click_cnt[6] / wr_enable / 0.22 / 5
CTS: double_clicki.dbl_click_cnt[0] / wr_enable / 0.007 / 7
Power figures rest on the tool's default switching activity, not on a simulated workload.
