<file path="./design.v">
module fifo (
  wr_clk,     
  wr_data,    
  wr,         
  full,       
  rd_data,    
  rd_clk,     
  rd,         
  empty_n,    
  rst_n       
);
parameter BUS_WIDTH = 16;   
input [BUS_WIDTH-1:0]  wr_data;    
input                  wr_clk;     
input                  wr;         
output                 full;       
output [BUS_WIDTH-1:0] rd_data;    
input                  rd_clk;     
input                  rd;         
output                 empty_n;    
input                  rst_n;      
reg [BUS_WIDTH-1:0]    wr_data_r;  
reg [BUS_WIDTH-1:0]    rd_data;    
reg                    wr_r, wr_syn1, wr_syn2, wr_ack1, wr_ack2;   
reg                    rd_r, rd_syn1, rd_syn2, rd_ack1, rd_ack2;   
reg                    wr_fifo_cnt;   
reg                    rd_fifo_cnt;   
assign full = wr_fifo_cnt == 1'b1;      
assign empty_n = rd_fifo_cnt == 1'b1;   
always @ (posedge rd_clk)
  if (~rst_n)
    begin
       rd_fifo_cnt <= 1'b0;            
       {rd_ack2, rd_ack1} <= 2'b00;    
       {wr_syn2, wr_syn1} <= 2'b00;    
    end
  else
    begin
      {rd_ack2, rd_ack1} <= {rd_ack1, rd_syn2};
      {wr_syn2, wr_syn1} <= {wr_syn1, wr_r}; 
      if (rd)
        rd_r <= 1'b1;         
      else if (rd_ack2)
        rd_r <= 1'b0;         
      if (rd)
        rd_fifo_cnt <= 1'b0;  
      if ({wr_syn2, wr_syn1} == 2'b01)  
        rd_fifo_cnt <= 1'b1;  
      if (wr_syn2)
        rd_data <= wr_data_r;  
    end
always @ (posedge wr_clk)
 if (~rst_n)
   begin
      wr_fifo_cnt <= 1'b0;            
      {rd_syn2, rd_syn1} <= 2'b00;    
      {wr_ack2, wr_ack1} <= 2'b00;    
   end
 else
   begin
     {wr_ack2, wr_ack1} <= {wr_ack1, wr_syn2};   
     {rd_syn2, rd_syn1} <= {rd_syn1, rd_r};
     if (wr)
       wr_r <= 1'b1;         
     if (wr_ack2)
       wr_r <= 1'b0;         
     if (wr)
       wr_fifo_cnt <= 1'b1;  
     if ({rd_syn2, rd_syn1} == 2'b01)  
       wr_fifo_cnt <= 1'b0;  
     if (wr)
       wr_data_r <= wr_data;  
   end
endmodule
</file>
<file path="./config.mk">
export PLATFORM = sky130hd
export DESIGN_NAME = fifo
export DESIGN_NICKNAME = fifo
export VERILOG_FILES = /design/flow/design.v
export SDC_FILE = /design/flow/constraint.sdc
export NUM_CORES = 4
export LEC_CHECK = 1
export CORE_UTILIZATION = 30
</file>
<file path="./constraint.sdc">
current_design fifo

set clk_period 2.0
set clk_io_pct 0.2

create_clock -name clk0 -period $clk_period [get_ports {rd_clk}]
create_clock -name clk1 -period $clk_period [get_ports {wr_clk}]

set non_clock_inputs [all_inputs -no_clocks]
set_input_delay [expr $clk_period * $clk_io_pct] -clock clk0 $non_clock_inputs
set_output_delay [expr $clk_period * $clk_io_pct] -clock clk0 [all_outputs]
</file>
<file path="./run.sh">
#!/bin/bash
# OpenROAD 26Q1-2900-gdf79404cd8, Yosys 0.63+post, stock flow scripts
make -C /OpenROAD-flow-scripts/flow DESIGN_CONFIG=/design/flow/config.mk WORK_HOME=/design/flow/orfs finish
</file>
==> flow_metrics.tcl <==
# collected from the flow reports
set metrics [dict create \
    rsz0062_at_grt "no" \
    yosys_area_mm2 0.00136 \
    grt_pass1_vias 687 \
    irDropWorstVdd_mv 0.701 \
    ff2ff_path_depth 2 \
    p_per_area_mw_per_mm2 930 \
    critPathMaxFanout 16 \
    cp_cell_sequence "clkdlybuf4s50_1 > buf_4 > and2_1 > buf_12" \
    design.die.area_mm2 0.00481 \
    via_count 668 \
    crit_family "buffers and inverters" \
    drv_cap 0 \
    port_buffers 37 \
    ys.flops 44 \
    endpoint "rd_data[6]" \
    drt_wl_total_mm 1.93 \
    top_area_share_pct 75.0 \
    tool_warnings 26 \
    die_y_um 69.4 \
    path_class "in -> reg" \
    cts_tree "yes" \
    hold_violations 0 \
    num_antenna_cells 0 \
    path_buffers 3 \
    cp.arrival_ps 1440 \
    post_cts_buffers 0 \
    final_core_util_pct 44.3 \
    grt_use_total_pct 9.29 \
    ys_seq_share_pct 89.7 \
    finalSetupViolations 0 \
    grt.overflow.total 0 \
    hpwl_mm 1.37 \
    cpPeakStageDelay_ps 540 \
    cp-end-kind "register" \
    yosysWarnings 1 \
    skew_ps 5.50 \
    synth.avg_cell_area_um2 21.3 \
    ant_nets 0 \
    critPathSlowestCell "clkdlybuf4s50_1" \
    drive_gt1_share_pct 16.4 \
    pin_count 39 \
    dr.pass1.iters 2 \
    fillCellCount 366 \
    initial_utilization_pct 31.3 \
    yosysCellCount 64 \
    grt_antenna_before_repair 0 \
    core_region_area_mm2 0.00435 \
    status "complete, no violations" \
    drc 0 \
    clkSlewWorstSetupHoldPaths_ps 80 \
    rr_endpoint "rd_data[6]" \
    syn2layout_area_growth_pct 41.7 \
    wl_per_cell_um 11.9 \
    setup_tns_ps 0 \
    grt_first_pass_wirelength_mm 3.22 \
    startpoint_type "input port" \
    slew_viol_final 0 \
    r2r-start "wr_syn2" \
    startpoint "rst_n" \
    path_depth 4 \
    ctsHoldBuffers 0 \
    hold_path.class "reg -> reg" \
    worst_pin_slew_ps 372 \
    fin_hold_ws_ps 420 \
    drt_iter0_markers 25 \
    max_slew_margin_pct 75.2 \
    post_cts_resized 0 \
    total_leakage_power_nw 0.662 \
    cp.required_ps 1970 \
    avgViaCountPerCell 4.12 \
    grt_max_degree 17 \
    row_count 24 \
    reg2reg_setup_slack_ps 1040 \
    area_leaders "edfxtp_1 75%, dfxtp_1 15%, and2_2 4.4%" \
    fp.dieW_um 69.4 \
    cts_sinks 44 \
    synthCells 64 \
    synth_area_mm2 0.00136 \
    synth_cell_type_count 11 \
    place.gp.congestion 0.733 \
    top_area_cell "edfxtp_1" \
]
## logic make-up (layout without fill, tap and decap cells)
family | Yosys count | after routing | share of synthesized area (%)
AND/OR/NAND/NOR | 12 | 12 | 6.25
AND-OR/OR-AND | 5 | 5 | 2.66
buffers and inverters | 3 | 49 | 1.38
flip-flops | 44 | 44 | 89.7
## worst reg2reg max path, delay by kind of cell, from the launching register on
family	cells	cell delay, ps
simple gates	1	170
buf+inv	1	160
flops	1	350
## cells in the mapped netlist
cell      instances
and2_1            2
and2_2            8
a21boi_2          1
buf_6             1
a21oi_1           1
inv_1             2
dfxtp_1          10
o21ai_0           1
edfxtp_1         34
nand2b_1          2
o21a_1            2
## routing by layer
layer	global-route usage, %	up-vias	share of wire (%)
met5	0	-	0
met4	1.36	0	0.62
met3	5.31	2	11
met2	12.2	33	44
met1	14.7	313	44
li1	-	320	-
## cell type report
cell class,instances,area (um2),share of cell area [%]
tap,52,65.1,3.37
inverter,2,7.51,0.389
multi-input combinational,17,121,6.29
timing repair buffer,39,398,20.6
clock buffer,7,86.3,4.47
clock inverter,1,30.0,1.56
sequential,44,1220,63.3
## placed cells by master (no fill, tap or decap)
cell	instances
a21boi_2	1
a21oi_1	1
and2_1	2
and2_2	8
buf_12	1
buf_4	1
bufinv_16	1
clkbuf_1	1
clkbuf_8	6
clkdlybuf4s50_1	37
dfxtp_1	10
edfxtp_1	34
inv_1	2
nand2b_1	2
o21a_1	2
o21ai_0	1
## flip-flops by register name, indices dropped and copies added (netlist names)
| name | count |
|---|---|
| rd_ack1 | 1 |
| rd_data | 16 |
| rd_syn1 | 1 |
| wr_ack2 | 1 |
| wr_fifo_cnt | 1 |
| rd_ack2 | 1 |
| wr_ack1 | 1 |
| wr_data_r | 16 |
| wr_r | 1 |
| rd_fifo_cnt | 1 |
| wr_syn1 | 1 |
| rd_r | 1 |
| rd_syn2 | 1 |
| wr_syn2 | 1 |
## how the worst min path moves through the flow
stage                         from         end  depth (start not counted)
after global routing  wr_data_r[1]  rd_data[1]                          0
after CTS             wr_data_r[1]  rd_data[1]                          0
final                 wr_data_r[9]  rd_data[9]                          0
## stage by stage
step / power, mW / cell area, um2 / instances / setup WS (ps)
floorplan: 1.08 / 1360 / 64 / 689
global placement: 1.15 / 1810 / 154 / 281
detailed placement: 1.15 / 1810 / 154 / 245
CTS: 1.83 / 1930 / 162 / 528
global route: 1.88 / 1930 / 162 / 464
finish: 1.79 / 1930 / 162 / 530
## report_power, final
group | internal (mW) | switching [mW]
sequential | 1.03 | 0.0103
clock | 0.408 | 0.260
combinational | 0.0612 | 0.0256
Power is estimated from default activity; no workload was simulated.
